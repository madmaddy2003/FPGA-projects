==> flow/design.v <==
module arbiter_new(port_req,cfg_arb_scheme,ack_port,gnt_ack,clk,reset,gnt_port,gnt_valid,high_priority);
input clk,reset,gnt_ack,cfg_arb_scheme;
input [7:0] port_req;
input [2:0] ack_port;
output [2:0] gnt_port,high_priority;
output gnt_valid;
reg [2:0] gnt_port;
reg gnt_valid;
reg [2:0] high_priority,temp;
reg temp_gnt_valid;
reg [2:0] temp_gnt_port;
always@(posedge clk)
begin
if(reset)
	high_priority<=3'd0;
else if(gnt_ack)
	high_priority<=ack_port+3'b001;
else
	high_priority<=high_priority;
end 
always@(posedge clk)
begin
if(port_req[high_priority]==1'b1)
begin
	temp_gnt_valid<=1'b1;
	temp_gnt_port<=high_priority;
end
else
begin
	if(port_req[high_priority+1]==1'b1)
	begin
		temp_gnt_valid<=1'b1;
		temp_gnt_port<=high_priority+1;
	end
else
begin
	if(port_req[high_priority+2]==1'b1)
	begin
		temp_gnt_valid<=1'b1;
		temp_gnt_port<=high_priority+2;
	end
else
begin
	if(port_req[high_priority+3]==1'b1)
	begin
		temp_gnt_valid<=1'b1;
		temp_gnt_port<=high_priority+3;
	end
else
begin
	if(port_req[high_priority+4]==1'b1)
	begin
		temp_gnt_valid<=1'b1;
		temp_gnt_port<=high_priority+4;
	end
else
begin
	if(port_req[high_priority+5]==1'b1)
	begin
		temp_gnt_valid<=1'b1;
		temp_gnt_port<=temp+5;
	end
else
begin
	if(port_req[high_priority+6]==1'b1)
	begin
		temp_gnt_valid<=1'b1;
		temp_gnt_port<=temp+6;
	end
else
begin
	if(port_req[high_priority+7]==1'b1)
	begin
		temp_gnt_valid<=1'b1;
		temp_gnt_port<=high_priority+7;
	end
else
begin
temp_gnt_valid<=1'b0;
temp_gnt_port<=3'bxxx;
end
end
end
end
end
end
end
end
end
always@(posedge clk)
begin
gnt_valid<=temp_gnt_valid;
gnt_port<=temp_gnt_port;
end
endmodule
==> flow/run.sh <==
#!/bin/bash
# OpenROAD 26Q1-2900-gdf79404cd8, Yosys 0.63+post, stock flow scripts
make -C /OpenROAD-flow-scripts/flow DESIGN_CONFIG=/design/flow/config.mk WORK_HOME=/design/flow/orfs finish
==> flow/config.mk <==
export PLATFORM = sky130hd
export DESIGN_NAME = arbiter_new
export DESIGN_NICKNAME = arbiter_new
export VERILOG_FILES = /design/flow/design.v
export SDC_FILE = /design/flow/constraint.sdc
export NUM_CORES = 4
export LEC_CHECK = 1
export CORE_AREA = 10 10 93 93
export DIE_AREA = 0 0 103 103
==> flow/constraint.sdc <==
current_design arbiter_new

set clk_period 4.6
set clk_io_pct 0.2

create_clock -name clk0 -period $clk_period [get_ports {clk}]

set non_clock_inputs [all_inputs -no_clocks]
set_input_delay [expr $clk_period * $clk_io_pct] -clock clk0 $non_clock_inputs
set_output_delay [expr $clk_period * $clk_io_pct] -clock clk0 [all_outputs]
==> flow_metrics.tcl <==
# collected from the flow reports
set metrics [dict create \
    required_ns 4.67 \
    r2r_start "high_priority[0]" \
    whs_path_depth 0 \
    dieWidth_um 103 \
    openroad.warnings 27 \
    io_pins 22 \
    dr.pass1.iters 4 \
    power_mw 0.336 \
    startpoint "port_req[6]" \
    die_h_um 103 \
    largest_area_cell "dfxtp_1" \
    first_global_vias 915 \
    ys_area_um2 982 \
    reg2reg_slack_ns 2.52 \
    drive_gt1_share_pct 12.4 \
    yosys_warnings 4 \
    post_synth_num_cell_types 43 \
    post_cts_buffers 0 \
    p_comb_share_pct 37.2 \
    setup_viol_count_final 0 \
    routedWlPerCell_um 11.8 \
    numCtsBuffers 3 \
    outcome "complete, no violations" \
    ys_ff 11 \
    crit_type "in2reg" \
    holdBufCountCts 0 \
    place_hpwl_mm 2.00 \
    p_seq_share_pct 35.3 \
    fin_skew_ns 0.000559 \
    r2r_end "temp_gnt_port[1]" \
    endpoint "temp_gnt_port[1]" \
    critPathMaxFanout 10 \
    ys_cells 120 \
    drc 0 \
    p_int_mw 0.237 \
    p_per_area_nw_per_um2 259 \
    dieArea_um2 10600 \
    antenna_found_initial 0 \
    stdcell_area_um2 1300 \
    p_sw_share_pct 29.4 \
    clkTransAtPathRegs_ns 0.05 \
    max_clock_freq_mhz 377 \
    fin_util_pct 19.2 \
    postSynthSeqShare_pct 22.4 \
    r2r_cells 6 \
    hold_class "reg2reg" \
    synthTopCellsByArea "dfxtp_1, mux2i_1, mux2_2, mux4_2, nor2_1" \
    leakagePower_nw 0.454 \
    tightest_slew_ns 0.725 \
    area_delta_synth_final_pct 32.1 \
    crit_path_end_kind "register" \
    cts_resized 0 \
    p_switching_mw 0.0988 \
    ir_worst_vdd_mv 0.184 \
    track_usage_pct 4.80 \
    flop_cell "dfxtp_1" \
    cts_tree "yes" \
    overflow 0 \
    antenna_left 0 \
    initCoreUtil_pct 14.5 \
    portBuffers 20 \
    core-area_um2 6760 \
    final_hold_viol_count 0 \
    edf_count 0 \
    drv_cap 0 \
    grt_max_degree 27 \
    relSlewSlack_pct 51.6 \
    synth.avg_cell_area_um2 8.18 \
    via_per_inst 4.29 \
    gp_congestion 0.936 \
    insertion_delay_ns 0.23 \
    start_kind "input pin" \
    final_common_cell "clkdlybuf4s50_1" \
    min_period_ns 2.65 \
    arrival_ns 2.72 \
    num_vias 932 \
    fin_setup_tns_ns 0 \
    placementRows 30 \
    rsz0062_at_grt "no" \
    clkPwrFrac_pct 27.5 \
    first_iter_violations 109 \
    syn_inst 120 \
    finalMaxSlewViolations 0 \
    cts.sinks 11 \
    fillCellCount 755 \
    period_used_pct 57.6 \
    grt_pass1_wl_mm 4.19 \
    wl_mm 2.56 \
    lay_top_cells "clkdlybuf4s50_1, nor2_1, dfxtp_1" \
    cts-root-buf "clkbuf_8" \
    num_antenna_cells 0 \
    syn-cell-area_um2 982 \
    clk_path_buf_depth 2 \
    async_flop_share_pct 0 \
    synth.top_cell.area_share_pct 22.4 \
    postPlaceCellArea_um2 1250 \
    htreeDepth 1 \
]
-- flip-flops by register name, indices dropped and copies added, names as in the netlist --
signal / flops
gnt_port: 3
temp_gnt_valid: 1
temp_gnt_port: 3
gnt_valid: 1
high_priority: 3
-- power by group through the flow --
stage / Clock, mW / Sequential, mW / Combinational [mW]
6_report: 0.0922 / 0.118 / 0.125
4_1_cts: 0.0951 / 0.119 / 0.125
5_1_grt: 0.103 / 0.121 / 0.137
-- Yosys cell counts, types with 2 or more instances --
cell and instances:
nand2b_1 3, o2bb2ai_1 2, o22ai_1 2, nor2_1 12, a211oi_1 3, nand3_1 3, clkbuf_1 4, o211ai_1 5
mux2i_1 9, a22oi_1 2, mux4_2 2, nor2b_1 2, a31oi_1 2, mux2_2 5, o21ai_0 5, dfxtp_1 11
nand2_1 8, a21oi_1 6, o221ai_1 2, inv_1 5, ha_1 3, buf_2 3
-- worst max-delay path, stage by stage --
cell and delay [ns]:
clkdlybuf4s50_1 0.56, mux2i_1 0.39, nand2_1 0.11, a32o_1 0.33, a211oi_1 0.23, o221ai_1 0.17
-- per-layer routing --
| metal | global-route usage [%] | share of wire (%) | vias up |
|---|---|---|---|
| met1 | 6.23 | 47 | 417 |
| met3 | 1.49 | 5.7 | 0 |
| met5 | 0 | 0 | - |
| met2 | 8.04 | 47 | 27 |
| li1 | - | - | 488 |
| met4 | 0.214 | 0 | 0 |
-- worst min-delay path by stage --
stage / start / to / slack, ns
4_1_cts: temp_gnt_valid / gnt_valid / 0.32
5_1_grt: temp_gnt_valid / gnt_valid / 0.33
6_report: temp_gnt_valid / gnt_valid / 0.32
-- area by class of cell --
| type | count | area (µm²) | share of cell area [%] |
|---|---|---|---|
| clock buffer | 4 | 45.0 | 3.47 |
| inverter | 5 | 18.8 | 1.45 |
| multi-input combinational | 95 | 698 | 53.8 |
| sequential | 11 | 220 | 17.0 |
| tap | 80 | 100 | 7.71 |
| timing repair buffer | 22 | 215 | 16.6 |
-- through the flow --
stage	setup slack, ns	hold WS, ns	cells
6_report	1.95	0.322	217
5_1_grt	1.80	0.329	217
4_1_cts	1.97	0.325	217
3_5_place_dp	1.73	0.314	213
3_3_place_gp	1.73	0.315	213
2_1_floorplan	2.37	0.310	120
-- cells by family after synthesis --
logic type / after synthesis / share of synthesized area [%]
adder cells (fa/ha/maj): 3 / 3.82
XOR/XNOR: 1 / 0.892
buffers and inverters: 14 / 6.50
AND-OR/OR-AND: 39 / 28.5
AND/OR/NAND/NOR: 36 / 18.3
multiplexers: 16 / 19.5
flip-flops: 11 / 22.4
Power is estimated from default activity; no workload was simulated.
