## /design/flow/constraint.sdc

```tcl
current_design array_mul_4bit

set clk_period 4.4
set clk_io_pct 0.2

create_clock -name clk0 -period $clk_period

set non_clock_inputs [all_inputs -no_clocks]
set_input_delay [expr $clk_period * $clk_io_pct] -clock clk0 $non_clock_inputs
set_output_delay [expr $clk_period * $clk_io_pct] -clock clk0 [all_outputs]
```

## /design/flow/run.sh

```bash
#!/bin/bash
# OpenROAD 26Q1-2900-gdf79404cd8, Yosys 0.63+post, stock flow scripts
make -C /OpenROAD-flow-scripts/flow DESIGN_CONFIG=/design/flow/config.mk WORK_HOME=/design/flow/orfs finish
```

## /design/flow/design.v

```verilog
module array_mul_4bit(z,A,B);
output [7:0] z;
input [3:0] A,B;
wire [15:0] p;
wire [10:0] c;
wire [5:0] s;
and (p[0], A[0], B[0]); 
and (p[1], A[0], B[1]); 
and (p[2], A[0], B[2]); 
and (p[3], A[0], B[3]); 
and (p[4], A[1], B[0]); 
and (p[5], A[1], B[1]); 
and (p[6], A[1], B[2]); 
and (p[7], A[1], B[3]); 
and (p[8], A[2], B[0]); 
and (p[9], A[2], B[1]); 
and (p[10], A[2], B[2]); 
and (p[11], A[2], B[3]); 
and (p[12], A[3], B[0]); 
and (p[13], A[3], B[1]); 
and (p[14], A[3], B[2]); 
and (p[15], A[3], B[3]); 
assign z[0]=p[0];
  half_adder h0(z[1],c[0],p[1], p[4]);
  half_adder h1(s[0],c[1],p[5], p[8]);
  half_adder h2(s[1],c[2],p[9], p[12]);
  fa f0(z[2],c[3],s[0],c[0],p[2]);
  fa f1(s[2],c[4],s[1],c[1],p[6]);
  fa f2(s[3],c[5],p[13],c[2],p[10]);
  fa f3(z[3],c[6],s[2],c[3],p[3]);
  fa f4(s[4],c[7],s[3],c[4],p[7]);
  fa f5(s[5],c[8],p[14],c[5],p[11]);
  half_adder h3(z[4],c[9],s[4],c[6]);
  fa f6(z[5],c[10],s[5],c[7],c[9]);
  fa f7(z[6],z[7],p[15],c[8],c[10]);
endmodule
module fa(sum,cout,a,b,cin);
output sum,cout;
input  a,b,cin;
wire w0,w1,w2;
xor(w0,a,b);
xor(sum,w0,cin);
and(w1,a,b);
and(w2,w0,cin);
or(cout,w1,w2);
endmodule
module half_adder(sum,c,a,b);
output sum,c;
input a,b;
xor(sum,a,b);
and(c,a,b);
endmodule
```

## /design/flow/config.mk

```make
export PLATFORM = sky130hd
export DESIGN_NAME = array_mul_4bit
export DESIGN_NICKNAME = array_mul_4bit
export VERILOG_FILES = /design/flow/design.v
export SDC_FILE = /design/flow/constraint.sdc
export NUM_CORES = 4
export LEC_CHECK = 1
export CORE_AREA = 10 10 70 70
export DIE_AREA = 0 0 80 80
```

==> out/metrics.yaml <==
yosys:
  synth_top_cell_by_area: "fa_1"
  ys_seq_share_pct: 0
  mux_area_share_pct: 0
  yosys-stat-area_um2: 380
  synth-simple-area-share_pct: 25.0
  ys_sh_xor_pct: 0
  synth-compound-area-share_pct: 0
  yosysTopAreaCellShare_pct: 42.1
  synth_cell_types: 6
  synthTopCellsByArea: "fa_1 (42%), and2_1 (23%), buf_4 (14%), ha_1 (13%), inv_1 (5.9%)"
  syn_avg_cell_area_um2: 9.28
  yosysCellCount: 41
  syn_area_um2: 380
  syn_inst: 41
  synth_adder_area_share_pct: 55.3
  yosys_warnings: 0
  logic_family: "adder cells"
grt:
  grt_max_degree: 5
  track_usage_pct: 2.75
  grt_overflow_total: 0
  antenna_found_initial: 0
  grt_pass1_wl_um: 1460
  grt_pass1_vias: 321
final_timing:
  post-route-min-period_ps: 4270
  finalHoldViolations: 0
  slew_violations: 0
  clock.fmax_ghz: 0.234
  rsz0062_at_grt: "false"
  tightest_slew_ps: 144
  relSlewSlack_pct: 90.3
  fin_setup_tns_ps: 0
  post-route-period-util_pct: 97.0
  setup_viol: 0
job:
  warnings: 32
  cap_violations: 0
critical_path:
  cp_slowest_cell: "fa_1"
  cp.buffers_inverters: 4
  critPathTopFamily: "adder cells"
  max_stage_delay_ps: 520
  cp_cell_sequence: "buf_2 > and2_4 > ha_4 > inv_1 > fa_2 > inv_2 > fa_1 > ha_2 > fa_2 > fa_1 > buf_2"
  worstSetupPathType: "in -> out"
  critPathRequiredTime_ps: 3520
  worstSetupStartpointType: "primary input"
  crit_arrival_ps: 3390
  worst-path-max-fanout: 4
  critical_path.endpoint_type: "primary output"
detailed_routing:
  drt_iter0_markers: 4
  wire_per_inst_um: 8.75
  wl_um: 884
  vias: 295
  diodes: 0
  drc: 0
  drt-vias-per-instance: 2.92
  postRouteAntennaNets: 0
  drt_first_pass_iters: 2
die:
  die_area_mm2: 0.00640
  die_w_um: 80
  fp_util_pct: 11.1
  coreArea_mm2: 0.00342
  ios: 16
  die_h_um: 80
  row_count: 21
placement:
  place_congestion: 0.779
  numPortBuffers: 16
  dp_cells: 101
  dp_hpwl_um: 793
cells_and_area:
  syn2layout_area_growth_pct: 56.9
  flops: 0
  layout_top_cell: "and2_1"
  fin_cells: 101
  nClkBuffers: 0
  drive_above_1_share_pct: 41.8
  seq_area_um2: 0
  lay_top_cells: "and2_1 (9), fa_1 (6), clkdlybuf4s50_1 (6)"
clock_network:
  cts_hold_buf: 0
  cts_setup_buffers: 0
power_and_ir_drop:
  p_leak_nw: 0.268
  p_per_area_mw_per_mm2: 109
  peakVddDrop_v: 0.0000135
hold_path:
  hold_path_class: "in -> out"
run_status:
  status: "finished clean"
==> power by group <==
part | leakage (nW) | switching, mW | internal, mW | total [mW]
combinational | 0.268 | 0.0227 | 0.0424 | 0.0651
clock | 0 | 0 | 0 | 0
sequential | 0 | 0 | 0 | 0
==> cells in the mapped netlist <==
cell type,n
and2_1,14
fa_1,8
buf_4,7
inv_1,6
ha_1,4
nand2_1,2
==> final timing paths <==
kind	startpoint	endpoint	slack [ps]	cells after the start
max	B[1]	z[6]	130	11
min	A[3]	z[6]	2370	5
==> worst min-delay path: stages <==
cell    delay, ps
buf_2          90
buf_4         100
and2_1        140
fa_1          180
buf_2          90
==> per-stage QoR <==
stage	util (%)	area (um2)	hold WS, ps	total power [mW]	worst slack (ps)
after floorplan	-	380	1830	0.0410	162
after global placement	17.1	583	2780	0.0708	-799
after detailed placement	17.1	583	2780	0.0701	-798
after CTS	17.6	601	2400	0.0695	30.5
after global routing	17.5	597	2430	0.0775	22.1
final	17.5	597	2370	0.0651	131
==> repair_timing <==
item / 4_1_cts / 5_1_grt
setup endpoints to repair: 3 / 2
resized: 38 / 2
pin swaps: 9 / 1
==> cells by family (layout without fill, tap and decap cells) <==
| family | after synthesis | after routing |
|---|---|---|
| AND/OR/NAND/NOR | 16 | 16 |
| adder cells (fa/ha/maj) | 12 | 12 |
| buffers and inverters | 13 | 27 |
==> final cells by class <==
cell class,instances,area [um2]
fillers,388,2820
inverters,6,22.5
multi-input cells,28,353
well taps,46,57.6
repair buffers,21,164
==> metal layers <==
layer / vias to the layer above / global-route usage [%] / wire length, um
met5: - / 0 / 0
met4: 0 / 0 / 0
met3: 0 / 2.05 / 141
met2: 14 / 4.09 / 394
met1: 139 / 3.31 / 348
li1: 142 / - / -
Power is estimated from default activity; no workload was simulated.
